## design/flow/config.mk

```make
export PLATFORM = sky130hd
export DESIGN_NAME = timer
export DESIGN_NICKNAME = timer
export VERILOG_FILES = /design/flow/design.v
export SDC_FILE = /design/flow/constraint.sdc
export NUM_CORES = 4
export LEC_CHECK = 1
export CORE_AREA = 10 10 70 70
export DIE_AREA = 0 0 80 80
```

## design/flow/constraint.sdc

```tcl
current_design timer

set clk_period 1.4
set clk_io_pct 0.2

create_clock -name clk0 -period $clk_period [get_ports {clk}]

set non_clock_inputs [all_inputs -no_clocks]
set_input_delay [expr $clk_period * $clk_io_pct] -clock clk0 $non_clock_inputs
set_output_delay [expr $clk_period * $clk_io_pct] -clock clk0 [all_outputs]
```

## design/flow/design.v

```verilog
module flex_counter
#(
	parameter NUM_CNT_BITS = 4
)
(
	input wire clk,
	input wire n_rst,
	input wire clear,
	input wire count_enable,
	input wire [NUM_CNT_BITS-1:0] rollover_val,
	output reg [NUM_CNT_BITS-1:0] count_out,
	output reg rollover_flag
);
	reg [NUM_CNT_BITS-1:0] nxt_count_out;
	reg nxt_rollover_flag;
	always_ff @ (posedge clk, negedge n_rst)
	begin
		if (1'b0 == n_rst)
		begin
			count_out <= 1'b0;
			rollover_flag <= 1'b0;
		end
		else begin
			count_out <= nxt_count_out;
			rollover_flag <= nxt_rollover_flag;
		end
	end
	always_comb
	begin
		nxt_count_out = count_out;
		nxt_rollover_flag = 1'b0;
		if (clear == 1)
		begin
			nxt_count_out = 1'b0;
			nxt_rollover_flag = 1'b0;
		end
		else begin
			if (count_enable == 1'b1)
			begin
				if (rollover_val == count_out)
				begin
					nxt_count_out = 1;
				end
				else begin
					nxt_count_out = count_out + 1;
				end		
			end
			if (rollover_val == nxt_count_out)
			begin
				nxt_rollover_flag = 1;
			end	
		end
	end
endmodule
module timer
(
	input wire clk, 
	input wire n_rst, 
	input wire enable_timer,
	output reg shift_enable,
	output reg packet_done
);
	flex_counter #(
			.NUM_CNT_BITS(4)
	)
	COUNT_CLK
	(
		.clk(clk),
		.n_rst(n_rst),
		.clear(!enable_timer),
		.count_enable(enable_timer),
		.rollover_val(4'd10),
		.count_out(),
		.rollover_flag(shift_enable)
	);
	flex_counter #(
			.NUM_CNT_BITS(4)
	)
	COUNT_BIT
	(
		.clk(clk),
		.n_rst(n_rst),
		.clear(!enable_timer),
		.count_enable(shift_enable),
		.rollover_val(4'd9),
		.count_out(),
		.rollover_flag(packet_done)
	);
endmodule
```

## design/flow/run.sh

```bash
#!/bin/bash
# OpenROAD 26Q1-2900-gdf79404cd8, Yosys 0.63+post, stock flow scripts
make -C /OpenROAD-flow-scripts/flow DESIGN_CONFIG=/design/flow/config.mk WORK_HOME=/design/flow/orfs finish
```

==> flow_summary.json <==
{
  "ys_types": 21,
  "postCtsSetupBuffers": 0,
  "worst_pin_slew_ns": 0.4324,
  "gp_congestion": 0.7708,
  "final_cells": 100,
  "via_count": 333,
  "grt_usage_pct": 2.543,
  "grt_pass1_wl_microns": 1317,
  "p_per_area_mw_per_mm2": 945.5,
  "cpPeakStageDelay_ns": 0.47,
  "tool_warnings": 25,
  "seqPwrFrac_pct": 52.1,
  "min_period_ns": 1.334,
  "postRouteWirelength_microns": 836,
  "numSynthFlops": 10,
  "cp_top_family": "buffers and inverters",
  "synthCells": 45,
  "yosys_warnings": 1,
  "startpoint_type": "register",
  "slew_viol_final": 0,
  "critPathCapture": "packet_done",
  "num_rows": 21,
  "cp_max_fo": 1,
  "grtUsageMet2_pct": 3.451,
  "edf_count": 0,
  "r2r_start": "COUNT_CLK.rollover_flag",
  "setup.worst_path.start": "COUNT_BIT.rollover_flag",
  "min_path_type": "in2async",
  "syn_area_per_cell_sq_um": 10.40,
  "ys_seq_share_pct": 53.48,
  "skew_ns": 0.001812,
  "ant_nets": 0,
  "fp_util_pct": 13.70,
  "htreeDepth": 1,
  "critical_path_class": "reg2out",
  "port-buffer-count": 4,
  "cts.sinks": 10,
  "yosys.area.top_type_share_pct": 53.48,
  "crit_chain": "clkdlybuf4s50_1",
  "cts_tree": "yes",
  "netSwitchingFraction_pct": 19.38,
  "grt_use_met1_pct": 3.601,
  "r2r_end": "COUNT_BIT.count_out[3]",
  "top_usage_layer": "met1",
  "fin_crit_sh_pct": 95.28,
  "drc": 0,
  "netlist_top_cells_count": "dfrtp_1 (10), nor2b_1 (7), o21ai_0 (5)",
  "cts.repair.resized": 0,
  "rsz0062_at_grt": "no",
  "r2r_cells": 4,
  "io_pins": 5,
  "clkTransAtPathRegs_ns": 0.06,
  "core_sq_mm": 0.003416,
  "max_cap_viol_count": 0,
  "slew-limit-headroom_pct": 71.09,
  "overflow": 0,
  "antenna_found_initial": 0,
  "die_w_microns": 80,
  "clockPowerShare_pct": 43.1,
  "ys_cells": 45,
  "syn2layout_area_growth_pct": 30.75,
  "crit_arrival_ns": 1.05,
  "clock_latency_ns": 0.25,
  "hpwl_microns": 648.9,
  "path_depth": 1,
  "cp-end-kind": "output port",
  "fin_setup_tns_ns": 0,
  "antenna_cells": 0,
  "viasPerCell": 3.330,
  "reg2reg_slack_ns": 0.27,
  "cts_hold_buf": 0,
  "async_flop_share_pct": 100.0,
  "synth-main-ff-cell": "dfrtp_1",
  "yosys_area_sq_um": 467.9,
  "yosysMostFrequentCell": "dfrtp_1",
  "hold_viol": 0,
  "met3_usage_pct": 1.364,
  "first_iter_violations": 7,
  "p_leak_uw": 0.0002794,
  "cts_root_buf": "clkbuf_4",
  "max_freq_mhz": 749.7,
  "syn-cell-area_sq_um": 467.9,
  "clock_path_buffers": 2,
  "power_frac_comb_pct": 4.8,
  "cts_buffers": 3,
  "grt_pass1_vias": 297,
  "placed_cells": 96,
  "required_ns": 1.12,
  "irDropWorstVdd_mv": 0.8017,
  "firstDrtPassIters": 3,
  "dieHeight_microns": 80,
  "switchingPower_uw": 112.1,
  "outcome": "complete, no violations",
  "synth.area.top_cells": "dfrtp_1 (53%), nor2b_1 (9.4%), o21ai_0 (5.3%)",
  "grt_max_degree": 11,
  "slowest_stage": "clkdlybuf4s50_1",
  "wire_per_inst_microns": 8.360,
  "crit_buf_inv": 1,
  "setup_violations": 0,
  "top_area_cell": "dfrtp_1",
  "drive_gt1_share_pct": 12.96,
  "internal_power_uw": 466.4,
  "chip_area_sq_mm": 0.006400
}
## layout by cell type, fill, tap and decap left out, types with 2 or more instances in the layout
master	count
clkdlybuf4s50_1	3
xnor2_1	2
o21ai_0	5
dfrtp_1	10
clkbuf_4	3
nand2_1	3
a21boi_0	2
and2_1	2
nor2b_1	7
## flip-flops by register name, indices dropped and copies added, names as in the netlist
signal	flops
COUNT_BIT.rollover_flag	1
COUNT_CLK.count_out	4
COUNT_BIT.count_out	4
COUNT_CLK.rollover_flag	1
## stage by stage
| stage | hold slack (ns) | setup slack, ns | util [%] | total power (uW) | instance area (sq um) |
|---|---|---|---|---|---|
| finish | 0.3286 | 0.06611 | 17.91 | 578.5 | 611.8 |
| global placement | 0.4989 | 0.1566 | 16.78 | 334.0 | 573.1 |
| floorplan | -0.01559 | 0.4071 | - | 318.3 | 467.9 |
| detailed placement | 0.5077 | 0.1120 | 16.78 | 335.9 | 573.1 |
| CTS | 0.3474 | 0.001450 | 17.84 | 591.9 | 609.3 |
| global route | 0.3599 | 0.01919 | 17.91 | 606.7 | 611.8 |
## cells by family after synthesis
family | Yosys count | share of synthesized area (%)
buffers and inverters | 1 | 0.8014
flip-flops | 10 | 53.48
AND-OR/OR-AND | 10 | 13.10
XOR/XNOR | 3 | 5.616
AND/OR/NAND/NOR | 21 | 27.01
## worst min-delay path by stage
stage	to	startpoint	cells after the start	slack (ns)
after global routing	COUNT_CLK.count_out[0]	n_rst	1	0.36
after CTS	COUNT_BIT.rollover_flag	n_rst	1	0.35
final	COUNT_BIT.rollover_flag	n_rst	1	0.33
## final cells by class
cell class                      instances  area [sq um]
Sequential cell                        10         250.2
Multi-Input combinational cell         34         214.0
Tap cell                               46         57.56
Inverter                                1         3.754
Fill cell                             390          2804
Timing Repair Buffer                    5         50.05
Clock buffer                            4         36.28
## metal layers
layer  wire, microns  up-vias  part of all wire (%)
met5               0        -                     0
met4               8        0                  0.96
met3              26        2                   3.1
met2             333        4                    40
met1             468      155                    56
li1                -      172                     -
## power by group through the flow
| stage | Combinational (uW) | Sequential, uW | Clock [uW] |
|---|---|---|---|
| finish | 27.9 | 301 | 249 |
| CTS | 29.2 | 301 | 262 |
| global route | 32.1 | 302 | 272 |
Power and IR drop assume default switching activity.
