File: run.sh
#!/bin/bash
# OpenROAD 26Q1-2900-gdf79404cd8, Yosys 0.63+post, stock flow scripts
make -C /OpenROAD-flow-scripts/flow DESIGN_CONFIG=/design/flow/config.mk WORK_HOME=/design/flow/orfs finish
File: config.mk
export PLATFORM = sky130hd
export DESIGN_NAME = magnitude
export DESIGN_NICKNAME = magnitude
export VERILOG_FILES = /design/flow/design.v
export SDC_FILE = /design/flow/constraint.sdc
export NUM_CORES = 4
export LEC_CHECK = 1
export CORE_AREA = 10 10 70 70
export DIE_AREA = 0 0 80 80
export SYNTH_HDL_FRONTEND = slang
File: constraint.sdc
current_design magnitude

set clk_period 4.4
set clk_io_pct 0.2

create_clock -name clk0 -period $clk_period

set non_clock_inputs [all_inputs -no_clocks]
set_input_delay [expr $clk_period * $clk_io_pct] -clock clk0 $non_clock_inputs
set_output_delay [expr $clk_period * $clk_io_pct] -clock clk0 [all_outputs]
File: design.v
module magnitude
(
	input wire [16:0] in,
	output reg [15:0] out
);
	reg [16:0] mid_in;
	always_comb
	begin
		if (in[16] == 1)
		begin
			mid_in = ~in[15:0];
			out = mid_in + 1;
		end
		else begin
			out = in[15:0];
		end
	end
endmodule
==> reports/qor.txt <==
Crit path top cell by count - clkdlybuf4s50_1
FP Util - 0.09744
Yosys Instances - 47
wire per inst - 11.60 µm
gr usage total - 0.04572
clock buffers - 0
HP Start - in[0]
Antenna Violating Nets Remaining - 0
grt ovf - 0
RSZ-0062 raised after global routing - false
Max Slew Vio Count - 0
# Max-Cap Violations - 0
die height - 80 µm
Yosys chip area - 332.8 µm²
WP buf/inv - 2
Worst path slowest cell - or4_1
Post-Synthesis Cells - 47
total core area - 3416 µm²
synthesized area per cell - 7.081 µm²
Setup WS pre-CTS - 0.2468 ns
Critical Path RT - 3.52 ns
crit path DAT - 3.25 ns
Ant. Diodes - 0
Hold Buf Count CTS - 0
routability cong. - 0.7955
top cells, area - xnor2_1 24%, xor2_1 13%, o31ai_1 11%, nand2_1 9.0%, or4_1 6.8%
worst-margin pin slew - 0.3397 ns
DR iter-0 viols - 22
DP HPWL - 1278 µm
HP Class - primary input to primary output
Rows - 21
vias in the first global route - 501
highest-count logic cell in the final layout - clkdlybuf4s50_1
initial antenna violation count - 0
Final setup viols - 0
final hold slack - 2.615 ns
Peak VDD IR - 0.02329 mV
fillers - 391
Syn. warnings - 0
biggest area consumer among synthesized cells - xnor2_1
part of the cycle the worst path needs - 0.9376
area growth from synthesis to layout - 117.7%
CP Capture Type - primary output
Layout Cells excl Fill - 126
Worst path top cell family by delay - simple AND/OR/NAND/NOR gates
post-cts resize count - 0
status - finished, final reports clean
post-CTS setup buffer count - 0
Synth cell types - 16
Fin. Hold Viols - 0
Top Ports - 33
Die X - 80 µm
FFs & Latches - 0
LEAKAGE - 0.2491 nW
register area share after synthesis - 0
first-pass GRT wire length - 2408 µm
f_max - 0.2424 GHz
crit-path cells - clkdlybuf4s50_1 > or4_1 > or3_4 > o41ai_2 > xnor2_1 > clkdlybuf4s50_1
Synth top area share - 0.2368
largest net degree at the start of global routing - 17
I/O Buffers - 33
CP Launch Type - primary input
chip area - 6400 µm²
Final WS setup - 0.2748 ns
DRC viols - 0
FF/Latch Area - 0 µm²
most instantiated logic cells after routing - 33 x clkdlybuf4s50_1, 9 x xnor2_1, 8 x nand2_1
placed cells - 126
crit-path max FO - 5
DR vias/cell - 3.484
PD cells - 101.7 nW/µm²
drt pass-1 iters - 4
share of layout cells above drive strength 1 - 0.07500
Post-Route Setup TNS - 0 ns
Max stage delay on crit path - 0.55 ns
tool warnings - 32
final critical-path required period - 4.125 ns
Syn Std Cell Area - 332.8 µm²
Post-Route WL - 1462 µm
Crit Path Class - primary input to primary output
Hold EP - out[0]
max_slew headroom - 0.7706
vias - 439
Hold Path Depth - 2
worst max-delay path by stage:
| stage | from | end | slack [ns] | cells past startpoint |
|---|---|---|---|---|
| after CTS | in[4] | out[15] | 0.25 | 6 |
| after global routing | in[2] | out[15] | 0.13 | 6 |
| final | in[4] | out[15] | 0.27 | 6 |
cell type report:
cell class / count / area (µm²) / area share
well taps: 46 / 57.56 / 0.07945
repair buffers: 35 / 345.3 / 0.4767
inverters: 3 / 11.26 / 0.01554
multi-input cells: 42 / 310.3 / 0.4283
kinds of logic (layout without fill, tap and decap cells):
group | after synthesis | in the layout | share of synthesized area
AND-OR/OR-AND | 12 | 12 | 0.2782
XOR/XNOR | 14 | 14 | 0.3684
adder cells (fa/ha/maj) | 1 | 1 | 0.03759
buffers and inverters | 5 | 38 | 0.06766
AND/OR/NAND/NOR | 15 | 15 | 0.2481
stage by stage:
step           instance area, µm²  total power [mW]    util
2_1_floorplan               332.8           0.01908       -
3_3_place_gp                724.4           0.07517  0.2121
3_5_place_dp                724.4           0.07496  0.2121
4_1_cts                     724.4           0.07588  0.2121
5_1_grt                     724.4           0.08280  0.2121
6_report                    724.4           0.07369  0.2121
synthesized netlist by cell type:
cell and number:
xnor2_1 9, nand2_1 8, o31ai_1 5, xor2_1 5, o21ai_0 4, inv_1 3, or4_1 3, or3_1 2
buf_4 1, clkbuf_1 1, ha_1 1, o31a_2 1, o41ai_1 1, o41ai_2 1, or2_2 1, or3_4 1
where the power goes:
part           internal, mW  total, mW  switching, mW
sequential                0          0              0
combinational        0.0509     0.0737         0.0228
clock                     0          0              0
layer usage:
metal  routed length, µm  GRT usage  share of wire
met1                 573    0.05142           0.39
met2                 679    0.07865           0.46
met3                 209    0.02500           0.14
met4                   0          0              0
met5                   0          0              0
No activity file was given, so power comes from the tool's default toggle rates.
