==> design/flow/design.v <==
module controller
(
	input wire clk,
	input wire n_rst,
	input wire dr,
	input wire lc,
	input wire overflow,
	output reg cnt_up,
	output reg clear,
	output reg modwait,
	output reg [2:0] op,
	output reg [3:0] src1,
	output reg [3:0] src2,
	output reg [3:0] dest,
	output reg err
);
	typedef enum bit [4:0] {IDLE, STORE, ZERO, SORT1, SORT2, SORT3, SORT4, 
				MUL1, ADD1, MUL2, SUB2, MUL3, ADD3, MUL4, SUB4,
				EIDLE, LOAD1, WAIT1, LOAD2, WAIT2, LOAD3, WAIT3, LOAD4
				} stateType;
	stateType state;
	stateType nxt_state;
	reg nxt_modwait;
	always_ff @(posedge clk, negedge n_rst)
	begin
		if (n_rst == 0)
		begin
			state <= IDLE;
			modwait <= 0;
		end
		else begin
			state <= nxt_state;
			modwait <= nxt_modwait;
		end
	end
	always_comb
	begin
		op = 3'b000;
		src1 = 4'd0;
		src2 = 4'd0;
		dest = 4'd0;
		err = 0;
		cnt_up = 0;
		clear = 0;
		nxt_modwait = modwait;
		nxt_state = state;
		case (state)
			IDLE:
			begin
				op = 3'b000;
				src1 = 4'd0;
				src2 = 4'd0;
				dest = 4'd0;
				err = 0;
				cnt_up = 0;
				clear = 0;
				nxt_modwait = 0;
				if (dr == 1)
				begin
					nxt_state = STORE;
				end
				else if (lc == 1)
				begin
 					nxt_state = LOAD1;
				end
				else begin
					nxt_state = IDLE;
				end
			end
			STORE:
			begin
				op = 3'b010;
				src1 = 4'd0;
				src2 = 4'd0;
				dest = 4'd5;
				err = 0;
				cnt_up = 0;
				clear = 0;
				nxt_modwait = 1;
				if (dr == 0)
				begin
 					nxt_state = EIDLE;
				end
				else begin
					nxt_state = ZERO;
				end
			end
			ZERO:
			begin
				op = 3'b101;
				src1 = 4'd0;
				src2 = 4'd0;
				dest = 4'd0;
				err = 0;
				cnt_up = 1;
				clear = 0;
				nxt_modwait = 1;
				nxt_state = SORT1;
			end
			SORT1:
			begin
				op = 3'b001;
				src1 = 4'd2;
				src2 = 4'd0;
				dest = 4'd1;
				err = 0;
				cnt_up = 0;
				clear = 0;
				nxt_modwait = 1;
				nxt_state = SORT2;
			end
			SORT2:
			begin
				op = 3'b001;
				src1 = 4'd3;
				src2 = 4'd0;
				dest = 4'd2;
				err = 0;
				cnt_up = 0;
				clear = 0;
				nxt_modwait = 1;
				nxt_state = SORT3;
			end
			SORT3:
			begin
				op = 3'b001;
				src1 = 4'd4;
				src2 = 4'd0;
				dest = 4'd3;
				err = 0;
				cnt_up = 0;
				clear = 0;
				nxt_modwait = 1;
				nxt_state = SORT4;
			end
			SORT4:
			begin
				op = 3'b001;
				src1 = 4'd5;
				src2 = 4'd0;
				dest = 4'd4;
				err = 0;
				cnt_up = 0;
				clear = 0;
				nxt_modwait = 1;
				nxt_state = MUL1;
			end
			MUL1:
			begin
				op = 3'b110;
				src1 = 4'd1;
				src2 = 4'd6;
				dest = 4'd10;
				err = 0;
				cnt_up = 0;
				clear = 0;
				nxt_modwait = 1;
				nxt_state = ADD1;
			end
			ADD1:
			begin
				op = 3'b100;
				src1 = 4'd0;
				src2 = 4'd10;
				dest = 4'd0;
				err = 0;
				cnt_up = 0;
				clear = 0;
				nxt_modwait = 1;
				if (overflow == 1)
				begin
					nxt_state = EIDLE;
				end
				else begin
					nxt_state = MUL2;
				end
			end
			MUL2:
			begin
				op = 3'b110;
				src1 = 4'd2;
				src2 = 4'd7;
				dest = 4'd10;
				err = 0;
				cnt_up = 0;
				clear = 0;
				nxt_modwait = 1;
				nxt_state = SUB2;
			end
			SUB2:
			begin
				op = 3'b101;
				src1 = 4'd0;
				src2 = 4'd10;
				dest = 4'd0;
				err = 0;
				cnt_up = 0;
				clear = 0;
				nxt_modwait = 1;
				if (overflow == 1)
				begin
					nxt_state = EIDLE;
				end
				else begin
					nxt_state = MUL3;
				end
			end
			MUL3:
			begin
				op = 3'b110;
				src1 = 4'd3;
				src2 = 4'd8;
				dest = 4'd10;
				err = 0;
				cnt_up = 0;
				clear = 0;
				nxt_modwait = 1;
				nxt_state = ADD3;
			end
			ADD3:
			begin
				op = 3'b100;
				src1 = 4'd0;
				src2 = 4'd10;
				dest = 4'd0;
				err = 0;
				cnt_up = 0;
				clear = 0;
				nxt_modwait = 1;
				if (overflow == 1)
				begin
					nxt_state = EIDLE;
				end
				else begin
					nxt_state = MUL4;
				end
			end
			MUL4:
			begin
				op = 3'b110;
				src1 = 4'd4;
				src2 = 4'd9;
				dest = 4'd10;
				err = 0;
				cnt_up = 0;
				clear = 0;
				nxt_modwait = 1;
				nxt_state = SUB4;
			end
			SUB4:
			begin
				op = 3'b101;
				src1 = 4'd0;
				src2 = 4'd10;
				dest = 4'd0;
				err = 0;
				cnt_up = 0;
				clear = 0;
				nxt_modwait = 1;
				if (overflow == 1)
				begin
					nxt_state = EIDLE;
				end
				else begin
					nxt_state = IDLE;
				end
			end
			LOAD1:
			begin
				op = 3'b011;
				src1 = 4'd0;
				src2 = 4'd0;
				dest = 4'd6;
				err = 0;
				cnt_up = 0;
				clear = 1;
				nxt_modwait = 1;
				nxt_state = WAIT1;
			end
			WAIT1:
			begin
				op = 3'b000;
				src1 = 4'd0;
				src2 = 4'd0;
				dest = 4'd0;
				err = 0;
				cnt_up = 0;
				clear = 0;
				nxt_modwait = 0;
				if (lc == 1)
				begin
					nxt_state = LOAD2;
				end
				else begin
					nxt_state = WAIT1;
				end
			end
			LOAD2:
			begin
				op = 3'b011;
				src1 = 4'd0;
				src2 = 4'd0;
				dest = 4'd7;
				err = 0;
				cnt_up = 0;
				clear = 0;
				nxt_modwait = 1;
				nxt_state = WAIT2;
			end
			WAIT2:
			begin
				op = 3'b000;
				src1 = 4'd0;
				src2 = 4'd0;
				dest = 4'd0;
				err = 0;
				cnt_up = 0;
				clear = 0;
				nxt_modwait = 0;
				if (lc == 1)
				begin
					nxt_state = LOAD3;
				end
				else begin
					nxt_state = WAIT2;
				end
			end
			LOAD3:
			begin
				op = 3'b011;
				src1 = 4'd0;
				src2 = 4'd0;
				dest = 4'd8;
				err = 0;
				cnt_up = 0;
				clear = 0;
				nxt_modwait = 1;
				nxt_state = WAIT3;
			end
			WAIT3:
			begin
				op = 3'b000;
				src1 = 4'd0;
				src2 = 4'd0;
				dest = 4'd0;
				err = 0;
				cnt_up = 0;
				clear = 0;
				nxt_modwait = 0;
				if (lc == 1)
				begin
					nxt_state = LOAD4;
				end
				else begin
					nxt_state = WAIT3;
				end
			end
			LOAD4:
			begin
				op = 3'b011;
				src1 = 4'd0;
				src2 = 4'd0;
				dest = 4'd9;
				err = 0;
				cnt_up = 0;
				clear = 0;
				nxt_modwait = 1;
				nxt_state = IDLE;
			end
			EIDLE:
			begin
				op = 3'b000;
				src1 = 4'd0;
				src2 = 4'd0;
				dest = 4'd0;
				err = 1;
				cnt_up = 0;
				clear = 0;
				nxt_modwait = 0;
				if (dr == 1)
				begin
					nxt_state = STORE;
				end
				else begin
					nxt_state = EIDLE;
				end
			end
		endcase
	end
endmodule
==> design/flow/run.sh <==
#!/bin/bash
# OpenROAD 26Q1-2900-gdf79404cd8, Yosys 0.63+post, stock flow scripts
make -C /OpenROAD-flow-scripts/flow DESIGN_CONFIG=/design/flow/config.mk WORK_HOME=/design/flow/orfs finish
==> design/flow/config.mk <==
export PLATFORM = sky130hd
export DESIGN_NAME = controller
export DESIGN_NICKNAME = controller
export VERILOG_FILES = /design/flow/design.v
export SDC_FILE = /design/flow/constraint.sdc
export NUM_CORES = 4
export LEC_CHECK = 1
export CORE_AREA = 10 10 92 92
export DIE_AREA = 0 0 102 102
==> design/flow/constraint.sdc <==
current_design controller

set clk_period 2.5
set clk_io_pct 0.2

create_clock -name clk0 -period $clk_period [get_ports {clk}]

set non_clock_inputs [all_inputs -no_clocks]
set_input_delay [expr $clk_period * $clk_io_pct] -clock clk0 $non_clock_inputs
set_output_delay [expr $clk_period * $clk_io_pct] -clock clk0 [all_outputs]
==> metrics.cfg <==
[status]
status = finished with violations
violations_in_the_final_reports = negative setup slack

[yosys]
post-synth-top-count-cell = sky130_fd_sc_hd__dfrtp_1
post_synth_main_area_contributors = sky130_fd_sc_hd__dfrtp_1 (64%), sky130_fd_sc_hd__or4_1 (5.0%), sky130_fd_sc_hd__dfstp_2 (2.9%), sky130_fd_sc_hd__and2_1 (2.8%), sky130_fd_sc_hd__or3_1 (2.8%)
synth_top_flop_cell = sky130_fd_sc_hd__dfrtp_1
synth_stat.cells = 71
synth_warnings = 1
synth-edff-count = 0
ys_seq_frac = 0.670
yosys_area_um2 = 898
yosysTopAreaCell = sky130_fd_sc_hd__dfrtp_1
syn-instance-count = 71
avgSynthCellArea_um2 = 12.7
post-synth-top-area-fraction = 0.641
synthDistinctLibCells = 24
ys_ff = 24
mappedNetlistArea_um2 = 898
synth_async_sr_flop_share = 1.00
ys_top_cells_by_count = sky130_fd_sc_hd__dfrtp_1 (23), sky130_fd_sc_hd__or4_1 (6), sky130_fd_sc_hd__nor2_1 (5), sky130_fd_sc_hd__and2_1 (4), sky130_fd_sc_hd__or3_1 (4)

[sta]
worst_slew_margin_rel = 0.570
final.setup.worst_slack_ns = -0.0814
setup_viol = 3
hold_slack_ns = 0.428
finalClockSkew_ns = 0.00323
rsz0062_at_grt = yes
max_freq_mhz = 387
timing.final.crit_period_ns = 2.58
worst_pin_slew_ns = 0.639
report.final.slew_viol_count = 0
timing.final.hold_violations = 0
final_min_period_over_clock_period = 1.03

[routing]
drt_drc_violations_left = 0
iter_0_drt_violations = 18
number_of_nets_still_failing_antenna_checks_after_routing = 0
avgViaCountPerCell = 3.65
num_vias = 679
wl_per_cell_um = 12.9
num_antenna_cells = 0
firstDrtPassIters = 2
routed_wl_um = 2400

[place]
io_buffer_count = 22
detailedPlacementHpwl_um = 1920
detailedPlace.worstSlack_ns = -0.128
routability_cong = 0.811
detailed_place.area_um2 = 1290

[global_routing]
grt_max_degree = 25
antenna_violations_before_repair = 0
vias_in_the_first_global_route = 736
grt_remaining_overflow = 0
gr-usage-all-layers = 0.0477
grt_pass1_wl_um = 3870

[floorplan]
floorplan.initialDensity = 0.139
floorplan.die.width_um = 102
die_height_um = 102
floorplan.io_pins = 24
core_um2 = 6460
dieArea_um2 = 10400
rows = 29

[final_layout]
postLayoutCellArea_um2 = 1390
layout.core_utilization = 0.215
drive_gt1_frac = 0.257
syn2layout_area_growth_pct = 54.5

[clock_network]
clkSinkCount = 24
htreeDepth = 1
cts_hold_buf = 0
cts_buffer_depth = 2
root_buffer = sky130_fd_sc_hd__clkbuf_8
cts_tree = built
clock_insertion_delay_worst_skew_ns = 0.26
cts_buffers = 3
clkTransAtPathRegs_ns = 0.09

[power]
power_density_nw_per_um2 = 663
vdd_ir_drop_max_uv = 473
leakage_nw = 0.725
totalPowerFinal_w = 0.000920

[critical_path]
ff2ff_path_depth = 3
timing.critical_path.fanout_max = 3
critical_path_required_ns = 2.00
setup.worst_path.end_class = primary output
type_of_the_setup_path_with_the_least_slack = reg -> out
launch_instance_of_the_worst_register_to_register_path = state[20]
worstPathArrival_ns = 2.08
worst_setup_path_start_kind = flop
reg2reg_setup_slack_ns = 0.64
r2r_end = modwait

[hold_path]
timing.hold.worst_path_depth = 0
worst_hold_startpoint = state[6]
hold_path_end = state[18]
min-delay-path-class = reg -> reg

[job]
maxCapViolations = 0
warning_count = 27

-- sequential cells by signal (all words and copies together) (netlist names) --
register and count:
modwait 1, state 23
-- repair_timing --
item                       in CTS  in global routing
pin swaps                       3                  3
setup endpoints to repair       5                  4
gates resized                  11                  4
buffers inserted                0                  2
-- kinds of logic after synthesis --
group	Yosys count	share of synthesized area
AND-OR/OR-AND	8	0.0613
AND/OR/NAND/NOR	35	0.248
flip-flops	24	0.670
other	1	0.00417
buffers and inverters	3	0.0167
-- layout make-up --
class                   instances  area (um^2)
clock buffers                   3         41.3
clock inverters                 1         30.0
fillers                       689         5070
inverters                       2         7.51
multi-input cells              44          298
flip-flops and latches         24          602
well taps                      77         96.3
repair buffers                 35          313
-- worst max path at each step --
stage	depth (start not counted)	end	slack [ns]	from
finish	4	op[1]	-0.08	state[20]
CTS	4	op[1]	-0.11	state[14]
global route	4	op[0]	-0.13	state[3]
-- stage by stage --
stage               instances  TNS, ns
CTS                       184   -0.225
global route              186   -0.341
detailed placement        180   -0.219
finish                    186   -0.184
floorplan                  71        0
global placement          180   -0.207
-- critical path, cell delays in order, from the launching register on --
cell,delay (ns)
sky130_fd_sc_hd__dfrtp_1,0.39
sky130_fd_sc_hd__or4_4,0.54
sky130_fd_sc_hd__or3_4,0.34
sky130_fd_sc_hd__or4_4,0.42
sky130_fd_sc_hd__buf_6,0.13
-- metal layers --
metal,share of wire,up-vias,track usage
li1,-,327,-
met1,0.46,335,0.0652
met2,0.48,15,0.0756
met3,0.052,2,0.0150
met4,0.0079,0,0.00434
met5,0,-,0
-- placed cells by master, fill, tap and decap left out, types with 2 or more instances in the layout --
cell type and n:
sky130_fd_sc_hd__clkbuf_8 3, sky130_fd_sc_hd__or3_1 3, sky130_fd_sc_hd__clkdlybuf4s50_1 18, sky130_fd_sc_hd__inv_1 2, sky130_fd_sc_hd__or2_2 2, sky130_fd_sc_hd__or4b_4 2, sky130_fd_sc_hd__dfrtp_1 23, sky130_fd_sc_hd__or4_1 4
sky130_fd_sc_hd__a21o_1 3, sky130_fd_sc_hd__nor2b_1 3, sky130_fd_sc_hd__nor3_1 2, sky130_fd_sc_hd__nand2b_1 3, sky130_fd_sc_hd__and2_1 4, sky130_fd_sc_hd__buf_4 13, sky130_fd_sc_hd__nor2_1 5, sky130_fd_sc_hd__nand2_1 2
sky130_fd_sc_hd__or4_4 3
-- power breakdown --
part | internal, W | switching (W) | total [W] | leakage, nW
Combinational | 0.000112 | 0.0000525 | 0.000165 | 0.362
Clock | 0.000214 | 0.000122 | 0.000336 | 0.0357
Sequential | 0.000406 | 0.0000142 | 0.000420 | 0.327
Power and IR drop assume default switching activity.
